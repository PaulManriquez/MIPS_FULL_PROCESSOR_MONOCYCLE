<file path="run.sh">
#!/bin/bash
# OpenROAD 26Q1-2900-gdf79404cd8, Yosys 0.63+post, stock flow scripts
make -C /OpenROAD-flow-scripts/flow DESIGN_CONFIG=/design/flow/config.mk WORK_HOME=/design/flow/orfs finish
</file>
<file path="config.mk">
export PLATFORM = sky130hd
export DESIGN_NAME = Control
export DESIGN_NICKNAME = Control
export VERILOG_FILES = /design/flow/design.v
export SDC_FILE = /design/flow/constraint.sdc
export NUM_CORES = 4
export LEC_CHECK = 1
export CORE_AREA = 10 10 70 70
export DIE_AREA = 0 0 80 80
</file>
<file path="constraint.sdc">
current_design Control

set clk_period 2.1
set clk_io_pct 0.2

create_clock -name clk0 -period $clk_period

set non_clock_inputs [all_inputs -no_clocks]
set_input_delay [expr $clk_period * $clk_io_pct] -clock clk0 $non_clock_inputs
set_output_delay [expr $clk_period * $clk_io_pct] -clock clk0 [all_outputs]
</file>
<file path="design.v">
module Control(
	input [5:0]  		Opcode,
	output reg			RegDst,
	output reg 	 		ALUSrc,
	output reg 	 		MemtoReg,	
	output reg	 		RegWrite,
	output reg	 		MemWrite,
	output reg	 		Branch,
	output reg [2:0] 	ALUOp,	
	output reg		 	Jump,		
	output reg	 		XorBne	
);
	always @(Opcode) begin
		case(Opcode)
			6'b000000 : {RegDst,ALUSrc,MemtoReg, RegWrite, MemWrite, Branch,ALUOp, Jump, XorBne} = 11'b10010000000;	 
			6'b100011 : {RegDst,ALUSrc,MemtoReg, RegWrite, MemWrite, Branch,ALUOp, Jump, XorBne} = 11'b01110000100;	 
			6'b101011 : {RegDst,ALUSrc,MemtoReg, RegWrite, MemWrite, Branch,ALUOp, Jump, XorBne} = 11'b11101001000;	 
			6'b000100 : {RegDst,ALUSrc,MemtoReg, RegWrite, MemWrite, Branch,ALUOp, Jump, XorBne} = 11'b00000101100;	 
			6'b000101 : {RegDst,ALUSrc,MemtoReg, RegWrite, MemWrite, Branch,ALUOp, Jump, XorBne} = 11'b00000110001;	 
			6'b000010 : {RegDst,ALUSrc,MemtoReg, RegWrite, MemWrite, Branch,ALUOp, Jump, XorBne} = 11'b00000110110;	 
			default:		{RegDst,ALUSrc,MemtoReg, RegWrite, MemWrite, Branch,ALUOp, Jump, XorBne} = 11'bzzzzzzzzzzz;
		endcase
	end
endmodule
</file>
==> CHANGELOG.md <==
## Flow update

* Status: complete, no violations
* Period utilization at 0.9638
* Total Power at 0.00006444 W
* Cell total in the yosys stat output at 29
* Initial DRT Pass Iterations at 4
* Worst min-delay path category: in2out
* GRT Total Usage at 0.02193
* WL/cell at 8.650 um
* Placer Congestion at 0.6926
* Switching share of power at 0.4331
* Mapped Area at 172.7 sq um
* Die width at 80 um
* Vias in the first global route at 264
* Largest net degree at the start of global routing at 9
* Remaining global-route overflow at 0
* Vias at 299
* Min Clock Period, post-route at 2.024 ns
* Floorplan core density at 0.05055
* Overall die height at 80 um
* Pwr/cell area at 129.1 nW/um^2
* Leak at 0.1935 nW
* Layout clock buffers at 0
* Commonest non-fill, non-tap cells in the layout: clkdlybuf4s50_1, buf_4, nor2_2
* Slew margin rel. at 0.8804
* Port Buffer Count at 17
* Sequential share of power at 0
* Final worst slack at 0.07605 ns
* Crit. End Element: output pin
* DRT Wirelength at 865 um
* Combinational share of power at 1.000
* Area grow syn2layout at 189.1%
* Critical path data arrival time at 1.60 ns
* IO Pins at 17
* Final hold vios at 0
* Std-Cell Rows at 21
* Share of the synthesized area in the top cell type at 0.1739
* Synth cell types at 19
* Setup_tns at 0 ns
* DP HPWL at 647.9 um
* Worst Path Buf+Inv at 2
* DR iter-0 viols at 4
* Cts hold-fix bufs at 0
* Die Area at 6400 sq um
* Setup CP Type: in2out
* Synth Warn # at 2
* Core area at 3416 sq um
* Place WS at -0.3983 ns
* Max Freq at 494.1 MHz
* CP required at 1.68 ns
* Clk pwr share at 0
* Top cells, area: nor2_1, nand2b_1, nor2b_1, buf_6, or4_4
* Synth Instances at 29
* Yosys synthesis chip area at 172.7 sq um
* Leading area contributor after synthesis: nor2_1
* Layout cells sized above 1 at 0.5370
* Cell Count, Final, Fillers Out at 100
* Tally of max-capacitance violations at 0
* Most frequent logic cell in the layout: clkdlybuf4s50_1
* Number of OpenROAD warnings at 32
* CP delay by family, top: buffers and inverters
* Crit-path max FO at 5
* Crit path cell chain: clkdlybuf4s15_1 > or3_4 > o22a_1 > clkdlybuf4s50_1
* Mapped Avg Cell Area at 5.954 sq um
* Sw Pwr at 0.00002791 W
* Peak VDD IR at 0.01691 mV
* Seq share, synth at 0
* Measured slew at the worst slew-check pin at 0.1792 ns
* Worst hold slack at 1.327 ns
* Ant diodes at 0
* Endpoints failing setup at 0
* RSZ-0062 raised after global routing: false
* DRC viols at 0
* Routed Antenna Nets at 0
* Average vias per placed instance at 2.990
* Flop Count at 0
* Slowest stage cell, crit path: or3_4
* Post-placement cell count at 96
* Initial antenna violation count at 0
* Final Max Slew Viols at 0
* First-pass GRT wire length at 1.228 mm
* Startpoint types: input port
* Fillers at 387
* CP peak stage delay at 0.41 ns
* Internal at 0.00003653 W
* Storage cell area at 0 sq um
## what timing repair did
action                                  4_1_cts  5_1_grt
gates resized                                31       13
endpoints found under the setup margin       11        5
setup buffers                                 2        2
pin swaps                                     4        7
## through the flow
| step | instance area [sq um] | util |
|---|---|---|
| after floorplan | 172.7 | - |
| after global placement | 426.7 | 0.1249 |
| after detailed placement | 426.7 | 0.1249 |
| after CTS | 491.7 | 0.1440 |
| after global routing | 499.2 | 0.1462 |
| final | 499.2 | 0.1462 |
## logic make-up after synthesis
kind of cell | synth area share
buffers and inverters | 0.1087
xor gates and xnor gates | 0.05073
AOI/OAI and AO/OA | 0.2391
and+or+nand+nor | 0.6015
## power groups by stage
stage     combinational [W]  sequential, W  clock (W)
5_1_grt           0.0000695              0          0
6_report          0.0000644              0          0
4_1_cts           0.0000602              0          0
## worst paths after layout
kind	depth (start not counted)	end	slack [ns]	start
worst min-delay path	4	ALUOp[1]	1.33	Opcode[0]
worst max-delay path	4	RegWrite	0.08	Opcode[4]
## routing by layer
layer	GRT usage	part of all wire	wire length, um	vias up
met2	0.03612	0.41	356	14
met1	0.02703	0.42	365	133
met3	0.01023	0.17	143	0
met4	0	0	0	0
met5	0	0	0	-
li1	-	-	-	152
## synth_stat cells
| library cell | n |
|---|---|
| a21oi_2 | 1 |
| o22ai_1 | 1 |
| buf_4 | 1 |
| nor2_1 | 8 |
| or3_1 | 1 |
| nor3_1 | 1 |
| nor3b_1 | 1 |
| o21ai_0 | 1 |
| nand2b_1 | 2 |
| nand3_1 | 1 |
| a21oi_1 | 1 |
| buf_6 | 1 |
| or4_4 | 1 |
| nand2_1 | 2 |
| nor2b_1 | 2 |
| o22a_1 | 1 |
| a21boi_0 | 1 |
| xor2_1 | 1 |
| nand4_1 | 1 |
## cell type report
cell class	instances	area, sq um	area share
multi-input cells	27	214.0	0.4286
well taps	46	57.56	0.1153
repair buffers	27	227.7	0.4561
## tightest hold or removal path: cells and delay by family
family,cells,cell delay [ns]
buffers and inverters,2,0.33
AND-OR/OR-AND,1,0.04
AND/OR/NAND/NOR,1,0.12
Power is estimated from default activity; no workload was simulated.
