===== /design/flow/config.mk =====
export PLATFORM = sky130hd
export DESIGN_NAME = Mux_2to1
export DESIGN_NICKNAME = Mux_2to1
export VERILOG_FILES = /design/flow/design.v
export SDC_FILE = /design/flow/constraint.sdc
export NUM_CORES = 4
export LEC_CHECK = 1
export CORE_AREA = 10 10 70 70
export DIE_AREA = 0 0 80 80

===== /design/flow/constraint.sdc =====
current_design Mux_2to1

set clk_period 1.0
set clk_io_pct 0.2

create_clock -name clk0 -period $clk_period

set non_clock_inputs [all_inputs -no_clocks]
set_input_delay [expr $clk_period * $clk_io_pct] -clock clk0 $non_clock_inputs
set_output_delay [expr $clk_period * $clk_io_pct] -clock clk0 [all_outputs]

===== /design/flow/design.v =====
module Mux_2to1 
#(
	parameter WIDTH = 32
)
( 
input 	[WIDTH-1:0] X, Y,
input 	Sel,
output	[WIDTH-1:0] Z
);
assign Z = (Sel == 1'b0 ) ? X :
           (Sel == 1'b1 ) ? Y :
           1'bX;
endmodule

===== /design/flow/run.sh =====
#!/bin/bash
# OpenROAD 26Q1-2900-gdf79404cd8, Yosys 0.63+post, stock flow scripts
make -C /OpenROAD-flow-scripts/flow DESIGN_CONFIG=/design/flow/config.mk WORK_HOME=/design/flow/orfs finish

==> results.toml <==
# flow metrics
[final_layout]
area.growth.synth_to_final_pct = 178.2
area_of_all_sequential_standard_cells_um2 = 0
layout.clock_buffers = 0
multi_input_comb_area_um2 = 480.5
utilization = 0.4432
final_cells = 181
post_route_cells_drive_above_1_share = 0.5259
ff_count = 0
num-fill-cells = 367

[critical_path]
critical_path.max_fanout = 6
setup.worst_path.start_class = "primary input"
critPathKind = "primary input to primary output"
required_time_at_the_endpoint_of_the_critical_path_ns = 0.80
critical_path_at_ns = 0.89
worstSetupEndpointType = "primary output"

[yosys]
sequential_fraction_of_the_synthesis_area = 0
yosysChipArea_um2 = 544.3
netlist_area_um2 = 544.3
synthesis.area_per_instance_um2 = 15.12
ys_sh_xor = 0
yosys_warnings = 0
cell_taking_the_most_area_after_synthesis = "sky130_fd_sc_hd__mux2_4"
yosys.area_share.adder = 0
netlist.top_cell.by_instances = "sky130_fd_sc_hd__mux2_4"
yosys-stat-cells = 36
synthCells = 36
synth.distinct_cells = 4
synth-simple-area-share = 0
post_synth_mux_area_share = 0.8690
top_cell_area_share = 0.8276
yosys-top-cells-area = "sky130_fd_sc_hd__mux2_4, sky130_fd_sc_hd__buf_12, sky130_fd_sc_hd__mux2_2, sky130_fd_sc_hd__buf_6"
ys_sh_aoi = 0
ys_top_logic_family = "multiplexers"
yosys-top-cells-count = "sky130_fd_sc_hd__mux2_4, sky130_fd_sc_hd__buf_12, sky130_fd_sc_hd__mux2_2, sky130_fd_sc_hd__buf_6"

[routing]
drt_first_pass_iters = 2
drt.antenna.violating_nets = 0
detail_route.iter0.violations = 2
vias = 704
drt-vias-per-instance = 3.890
drc = 0
antennaDiodeCount = 0
route.detailed.wl_per_inst_um = 15.78
finalWirelength_um = 2856

[floorplanning]
row_count = 21
floorplanUtilization = 0.1593
core_area_um2 = 3416
die-width_um = 80
chipArea_um2 = 6400
die_height_um = 80
num_io_pins = 97

[place]
final_hpwl_from_detailed_placement_um = 2394
placedCellCount = 177
gpl.final_weighted_congestion = 0.7779
io_buffer_count = 97

[final_timing]
hold_viol = 0
layout_worst_path_cycle_share = 1.090
timing.final.ws_setup_ns = -0.09005
setup_viol = 32
tightestPinTransition_ns = 0.09685
final.setup.tns_ns = -2.353
slew_headroom = 0.9354
setup_repair_after_global_routing_missed_its_margin = "true"
post-route-min-period_ns = 1.090
hold_ws_ns = 0.7953
drv_slew = 0
achievable-frequency_mhz = 917.4

[clock_network]
post_cts.repair.setup_buffers = 0
holdBufCountCts = 0

[grt]
grt_pass1_wl_um = 4098
grt_max_degree = 10
total_global_routing_overflow = 0
grt_use_total = 0.07897
first_global_vias = 760
antenna_violations_before_repair = 0

[pwr]
total_leakage_power_uw = 0.0008335
total_power_uw = 581.4
pd_cells_nw_per_um2 = 384.0
vdd_ir_drop_max_uv = 166.7

[worst_hold_path]
min_path_type = "primary input to primary output"

[outcome]
violations = "negative setup slack"
outcome = "complete, but fails checks"

[flow_run]
max-cap-violations = 0
stage_log_warnings = 34
==> timing repair <==
item,4_1_cts,5_1_grt
cloned,3,1
endpoints found under the setup margin,32,32
resized,184,0
==> placed cells by master (no fill, tap or decap) <==
cell type | Yosys | routed
sky130_fd_sc_hd__buf_16 | 0 | 3
sky130_fd_sc_hd__dlygate4sd2_1 | 0 | 64
sky130_fd_sc_hd__buf_6 | 1 | 14
sky130_fd_sc_hd__buf_2 | 0 | 18
sky130_fd_sc_hd__mux2_4 | 30 | 32
sky130_fd_sc_hd__clkbuf_16 | 0 | 1
sky130_fd_sc_hd__buf_12 | 3 | 3
==> worst max-delay path, cell delays in order <==
cell and delay, ns:
sky130_fd_sc_hd__buf_12 0.13, sky130_fd_sc_hd__clkbuf_16 0.16, sky130_fd_sc_hd__mux2_4 0.29, sky130_fd_sc_hd__buf_2 0.11
==> where the power goes <==
| part | switching [µW] | internal [µW] | total (µW) |
|---|---|---|---|
| registers | 0 | 0 | 0 |
| clock network | 0 | 0 | 0 |
| logic | 131 | 450 | 581 |
| total | 131 | 450 | 581 |
==> metal layers <==
metal | global-route usage | vias to the layer above | wire, µm
li1 | - | 340 | -
met1 | 0.09295 | 313 | 1191
met2 | 0.1404 | 51 | 1371
met3 | 0.02955 | 0 | 293
met4 | 0 | 0 | 0
met5 | 0 | - | 0
==> layout make-up <==
| type | count | area share |
|---|---|---|
| Tap cell | 46 | 0.03802 |
| Timing Repair Buffer | 103 | 0.6446 |
| Multi-Input combinational cell | 32 | 0.3174 |
==> path summary, 6_finish.rpt <==
check | endpoint | slack, ns | from | depth (start not counted)
max | Z[6] | -0.09 | Sel | 4
min | Z[24] | 0.80 | X[24] | 3
==> through the flow <==
stage	worst slack, ns	cell area (µm²)
floorplan	0.06690	544.3
global placement	-0.4927	1536
detailed placement	-0.4991	1536
CTS	-0.09127	1489
global route	-0.1084	1514
finish	-0.09005	1514
==> cells by family after synthesis <==
group and count (synthesis):
mux 32, buf+inv 4
No activity file was given, so power comes from the tool's default toggle rates.
