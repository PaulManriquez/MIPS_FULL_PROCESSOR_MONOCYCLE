### ./constraint.sdc
current_design ALU

set clk_period 14.0
set clk_io_pct 0.2

create_clock -name clk0 -period $clk_period

set non_clock_inputs [all_inputs -no_clocks]
set_input_delay [expr $clk_period * $clk_io_pct] -clock clk0 $non_clock_inputs
set_output_delay [expr $clk_period * $clk_io_pct] -clock clk0 [all_outputs]
### ./config.mk
export PLATFORM = sky130hd
export DESIGN_NAME = ALU
export DESIGN_NICKNAME = ALU
export VERILOG_FILES = /design/flow/design.v
export SDC_FILE = /design/flow/constraint.sdc
export NUM_CORES = 4
export LEC_CHECK = 1
export CORE_UTILIZATION = 50
### ./design.v
module ALU (
  input [2:0] ALUCtl,
  input [31:0] SrcA,SrcB,
  output reg [31:0] Result,
  output Zero
);
  always @(SrcA, SrcB, ALUCtl)
   case(ALUCtl)
     3'b000 : Result <= SrcA + SrcB;
     3'b001 : Result <= SrcA - SrcB;
     3'b010 : Result <= SrcA & SrcB;
     3'b011 : Result <= SrcA | SrcB;
     3'b100 : Result <= SrcA < SrcB ? 1:0;  
     default: Result <= 0;
   endcase
 assign Zero = (Result == 0);
endmodule
### ./run.sh
#!/bin/bash
# OpenROAD 26Q1-2900-gdf79404cd8, Yosys 0.63+post, stock flow scripts
make -C /OpenROAD-flow-scripts/flow DESIGN_CONFIG=/design/flow/config.mk WORK_HOME=/design/flow/orfs finish
==> impl_metrics.yaml <==
# yosys + openroad results
status:
  outcome: "complete, no violations"
logic_synthesis:
  synth.avg_cell_area_sq_um: 6.442
  yosys_area_sq_um: 5405
  simple_gate_share_pct: 24.42
  aoi_share_pct: 37.41
  ys_seq_share_pct: 0
  ys_types: 75
  synth.mux.area_fraction_pct: 1.898
  synthTopCellsByArea: "ha_1 (23%), a21oi_1 (8.1%), inv_1 (6.9%)"
  adder_share_pct: 24.12
  ys_sh_xor_pct: 1.782
  netlist_instances: 839
  synth_top_area_share_pct: 23.38
  yosys.area.top_type: "ha_1"
  synth_warnings: 1
  top_logic_kind: "AND-OR/OR-AND gates"
  syn-cell-area_sq_um: 5405
  ys_cells: 839
power_and_ir_drop:
  power_frac_seq_pct: 0
  p_switching_mw: 0.1546
  combPwrFrac_pct: 100.0
  power_density_nw_per_um2: 40.79
  cell_internal_pwr_mw: 0.1083
  peakVddDrop_mv: 0.02419
  leakagePower_nw: 2.831
  switching_share_pct: 58.82
  clkPwrFrac_pct: 0
routing:
  antenna_left: 0
  vias: 6596
  post_drt_wl_per_cell_microns: 18.74
  drt-initial-drc-count: 563
  firstDrtPassIters: 7
  drc: 0
  finalWirelength_microns: 19470
  vias_per_cell: 6.348
  diodes: 0
timing:
  period_used_pct: 74.98
  setup_viol: 0
  slew-limit-headroom_pct: 46.35
  fin_hold_ws_ns: 6.696
  final.setup.tns_ns: 0
  tightestPinTransition_ns: 0.8022
  hold_viol: 0
  period_needed_ns: 10.50
  max_freq_mhz: 95.26
  rsz0062_at_grt: "false"
  slew_viol_final: 0
run:
  openroad.warnings: 102
  maxCapViolCount: 0
layout:
  nFlopsAndLatches: 0
  area_growth_pct: 19.26
  lay_top_count: "ha_1"
  clkbuf_count: 0
  fillCellCount: 946
  flop_area_sq_um: 0
  drive_above_1_share_pct: 2.879
  most-common-layout-cells: "ha_1 (101), inv_1 (100), clkdlybuf4s50_1 (99), a21oi_1 (87), nor2_1 (71)"
die:
  ios: 100
  coreArea_sq_um: 10420
  dieHeight_microns: 106.0
  die_w_microns: 106.0
  fp_util_pct: 51.89
  core.rowCount: 37
  chipArea_sq_um: 11230
hold_path:
  hold_class: "input pin to output port"
placement:
  gp_congestion: 1.043
  dp_hpwl_microns: 15410
  port_buffers: 100
worst_setup_path:
  cp.required_ns: 11.20
  crit_path_end_kind: "output port"
  crit_type: "input pin to output port"
  worstPathArrival_ns: 7.70
  path_max_fanout: 3
  startpoint_type: "input pin"
global_route:
  grt_pass1_wl_microns: 30420
  grt_overflow: 0
  grt_pass1_vias: 5792
  grt_usage_pct: 34.44
  grt_max_degree: 56
  antenna_found_initial: 0
clocking:
  cts_setup_buffers: 0
  hold_buffers: 0
  post_cts_resized: 0
[logic make-up (layout without fill, tap and decap cells)]
logic type / Yosys count / after routing
buffers and inverters: 144 / 208
XOR/XNOR: 11 / 11
adder cells (fa/ha/maj): 103 / 103
AND-OR/OR-AND: 305 / 305
multiplexers: 9 / 9
AND/OR/NAND/NOR: 267 / 267
[cell type report]
cell class                      count  area (sq um)  share of cell area (%)
Inverter                          100         375.4                   5.823
Multi-Input combinational cell    695          4845                   75.16
Timing Repair Buffer              108          1056                   16.38
Tap cell                          136         170.2                   2.640
[stage by stage]
| stage | total power [mW] | setup WS (ns) | cells | util [%] | instance area, sq um |
|---|---|---|---|---|---|
| 2_1_floorplan | 0.1603 | 5.529 | 839 | - | 5405 |
| 5_1_grt | 0.2864 | 3.193 | 1039 | 61.89 | 6446 |
| 4_1_cts | 0.2569 | 3.509 | 1039 | 61.89 | 6446 |
| 3_3_place_gp | 0.2549 | 3.497 | 1039 | 61.89 | 6446 |
| 6_report | 0.2629 | 3.503 | 1039 | 61.89 | 6446 |
| 3_5_place_dp | 0.2550 | 3.542 | 1039 | 61.89 | 6446 |
[path summary, 6_finish.rpt]
kind                      start  slack, ns  cells after the start        end
worst max-delay path    SrcA[0]       3.50                     16       Zero
worst min-delay path  ALUCtl[0]       6.70                      4  Result[1]
[power groups by stage]
stage,Combinational [mW],Clock [mW],Sequential (mW)
4_1_cts,0.257,0,0
5_1_grt,0.286,0,0
6_report,0.263,0,0
[synth_stat cells, types with 4 or more instances]
| library cell | instances |
|---|---|
| ha_1 | 101 |
| inv_1 | 100 |
| a21oi_1 | 87 |
| nor2_1 | 71 |
| nand2_1 | 62 |
| o21ai_0 | 56 |
| clkbuf_1 | 25 |
| nand3_1 | 24 |
| o211ai_1 | 24 |
| nor3_1 | 22 |
| nand4_1 | 17 |
| o31ai_1 | 15 |
| a211oi_1 | 14 |
| nor4_1 | 14 |
| buf_2 | 13 |
| nand2b_1 | 12 |
| a31oi_1 | 11 |
| nor2b_1 | 11 |
| o21a_1 | 11 |
| a21o_1 | 10 |
| o22ai_1 | 10 |
| xnor2_1 | 10 |
| or3_1 | 9 |
| mux2i_1 | 8 |
| o21bai_1 | 7 |
| a211o_1 | 5 |
| buf_1 | 5 |
| or4_1 | 5 |
| a2111oi_0 | 4 |
| and2_1 | 4 |
[critical path, stage by stage]
cell             delay, ns
clkdlybuf4s50_1       0.48
inv_1                 0.07
ha_1                  0.21
fa_1                  0.38
o21bai_1              0.24
o2111ai_2             0.19
a2111oi_1             0.61
o22ai_1               0.20
xnor2_1               0.18
a2111oi_0             0.47
nand4b_1              0.21
nor4_2                0.30
o2111ai_1             0.26
nor4_1                0.40
o311a_1               0.23
clkdlybuf4s50_1       0.46
[routing by layer]
metal	track usage (%)	share of wire, %	vias up
met5	0	0	-
met4	9.226	2.8	0
met3	4.753	9.7	42
met2	51.12	42	370
met1	51.89	46	2981
li1	-	-	3203
Power and IR drop assume default switching activity.
